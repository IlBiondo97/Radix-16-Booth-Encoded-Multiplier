--- run.sh ---
#!/bin/bash
# OpenROAD 26Q1-2900-gdf79404cd8, Yosys 0.63+post, stock flow scripts
make -C /OpenROAD-flow-scripts/flow DESIGN_CONFIG=/design/flow/config.mk WORK_HOME=/design/flow/orfs finish
--- config.mk ---
export PLATFORM = sky130hd
export DESIGN_NAME = mul_datapath
export DESIGN_NICKNAME = mul_datapath
export VERILOG_FILES = /design/flow/design.v
export SDC_FILE = /design/flow/constraint.sdc
export NUM_CORES = 4
export LEC_CHECK = 1
export CORE_UTILIZATION = 40
export SYNTH_HDL_FRONTEND = slang
--- constraint.sdc ---
current_design mul_datapath

set clk_period 18.7
set clk_io_pct 0.2

create_clock -name clk0 -period $clk_period [get_ports {clk}]

set non_clock_inputs [all_inputs -no_clocks]
set_input_delay [expr $clk_period * $clk_io_pct] -clock clk0 $non_clock_inputs
set_output_delay [expr $clk_period * $clk_io_pct] -clock clk0 [all_outputs]
--- design.v ---
 package mul_pkg;
  localparam int FpuMultiplier = 0;   
  localparam int WIDTH = 52;   
  localparam int MULCYCLES = $ceil(WIDTH/4);   
  localparam int COUNTERWIDTH = $clog2(MULCYCLES)+1;   
  typedef enum logic [3:0] {
    PP_0,
    PP_A,
    PP_2A,
    PP_3A,
    PP_4A,
    PP_5A,
    PP_6A,
    PP_7A,
    PP_8A
  } booth_sel_t;
endpackage
 module FA (
    input logic a,
    input logic b,
    input logic cin,
    output logic sum,
    output logic cout
 );
 assign sum = a ^ b ^ cin;
 assign cout = (a & b) | (cin & (a ^ b));
 endmodule
 import mul_pkg::*;
module counter #(
    parameter int WIDTH = 4
)(
    input  logic clk,
    input  logic rst_n,
    input  logic start,
    output logic done
);
  logic [WIDTH-1:0] counter;
  always_ff @(posedge clk or negedge rst_n) begin
    if (!rst_n) begin
      counter <= 'h0;
    end else begin
      if (start) begin
        counter <= 'h0;
      end else begin
        counter <= counter + 'b1;
      end
    end
  end
  assign done = (int'(counter) == MULCYCLES+1) ? 1'b1 : 1'b0;
endmodule
module csa #(
    parameter int WIDTH = 8
)(
    input  logic [WIDTH+2:0] multiplicand_in,
    input  logic [WIDTH+2:0] pp_in,
    input  logic [WIDTH+2:0] carry_in,
    output logic [WIDTH+2:0] sum_out,
    output logic [WIDTH+2:0] carry_out
);
  generate
    for (genvar i = 0; i < WIDTH + 3; i++) begin : g_FA_instantiation
      FA fa (
          .a(multiplicand_in[i]),
          .b(pp_in[i]),
          .cin(carry_in[i]),
          .sum(sum_out[i]),
          .cout(carry_out[i])
      );
    end
  endgenerate
endmodule
import mul_pkg::*;
module mul_datapath (
    input logic clk,
    input logic rst_n,
    input logic start,
    input logic signed [WIDTH-1:0] multiplicand_i,
    input logic signed [WIDTH-1:0] multiplier_i,
    output logic signed [(WIDTH<<1)-1:0] product_o,
    output logic signed [WIDTH-1:0] product_rounded_o,
    output logic done
);
  logic signed [WIDTH<<1:0] sum_out;
  logic [(WIDTH<<1)-1:0] pp_shift_reg_q, carry_shift_reg_q;
  logic signed [WIDTH+2:0] pp_gen_q, pp_shift_reg_d, carry_shift_reg_d;
  logic signed [WIDTH-1:0]
      multiplicand_reg_out_q, product_rounded_d;
  logic [3:0] multiplier_shift_reg_out_q;
  logic last_bit_q, neg_sign_int;
  booth_sel_t pp_sel_int;
  multiplicand_reg multiplicand_reg_instance (
      .clk  (clk),
      .rst_n(rst_n),
      .load (start),
      .din  (multiplicand_i),
      .dout (multiplicand_reg_out_q)
  );
  pp_gen pp_gen_instance (
      .multiplicand_in(multiplicand_reg_out_q),
      .booth_sel(pp_sel_int),
      .neg_value(neg_sign_int),
      .pp_out(pp_gen_q)
  );
  multiplier_shift_reg multiplier_shift_reg_instance (
      .clk(clk),
      .rst_n(rst_n),
      .load(start),
      .din(multiplier_i),
      .dout(multiplier_shift_reg_out_q),
      .last_bit(last_bit_q)
  );
  booth_encoder booth_encoder_instance (
      .multiplier_in({multiplier_shift_reg_out_q, last_bit_q}),
      .pp_sel(pp_sel_int),
      .neg(neg_sign_int)
  );
  pp_carry_shift_reg pp_carry_shift_reg_instance (
      .clk(clk),
      .rst_n(rst_n),
      .load(start),
      .pp_din(pp_shift_reg_d),
      .carry_din(carry_shift_reg_d),
      .pp_dout(pp_shift_reg_q),
      .carry_dout(carry_shift_reg_q)
  );
  csa #(
      .WIDTH(WIDTH)
  ) csa_instance (
      .multiplicand_in(pp_gen_q),
      .pp_in({{3{pp_shift_reg_q[(WIDTH<<1)-1]}}, pp_shift_reg_q[(WIDTH<<1)-1:WIDTH]}),
      .carry_in({{3{carry_shift_reg_q[(WIDTH<<1)-1]}}, carry_shift_reg_q[(WIDTH<<1)-1:WIDTH]}),
      .sum_out(pp_shift_reg_d),
      .carry_out(carry_shift_reg_d)
  );
  assign sum_out = carry_shift_reg_q + pp_shift_reg_q;
  generate
    if (FpuMultiplier) begin : g_rounded_output_for_fpu
      rounder #(
          .WIDTH(WIDTH)
      ) rounder_instance (
          .in (sum_out[(WIDTH<<1)-1:0]),
          .out(product_rounded_d)
      );
      logic [WIDTH-1:0] product_rounded_q;
      always_ff @(posedge clk or negedge rst_n) begin
          if (!rst_n) begin
              product_rounded_q <= 'h0;
            end else begin
                product_rounded_q <= product_rounded_d;
            end
        end
        assign product_rounded_o = product_rounded_q;
        assign product_o = 'h0;
    end else begin : g_normal_output
        logic [(WIDTH<<1)-1:0] product_q;
        always_ff @(posedge clk or negedge rst_n) begin
            if(!rst_n) begin
                product_q <= 'h0;
            end else begin
                product_q <= sum_out[(WIDTH<<1)-1:0];
            end
        end
      assign product_o = product_q;
      assign product_rounded_o = 'h0;
    end
  endgenerate
counter # (
    .WIDTH(COUNTERWIDTH)
) counter_instance(
    .clk(clk),
    .rst_n(rst_n),
    .start(start),
    .done(done)
);
endmodule
import mul_pkg::*;
module booth_encoder (
    input logic [4:0] multiplier_in,
    output booth_sel_t pp_sel,  
    output logic neg  
);
  always_comb begin
    neg = multiplier_in[4];
    unique case (multiplier_in)
      5'b00000: pp_sel = PP_0;
      5'b00001: pp_sel = PP_A;
      5'b00010: pp_sel = PP_A;
      5'b00011: pp_sel = PP_2A;
      5'b00100: pp_sel = PP_2A;
      5'b00101: pp_sel = PP_3A;
      5'b00110: pp_sel = PP_3A;
      5'b00111: pp_sel = PP_4A;
      5'b01000: pp_sel = PP_4A;
      5'b01001: pp_sel = PP_5A;
      5'b01010: pp_sel = PP_5A;
      5'b01011: pp_sel = PP_6A;
      5'b01100: pp_sel = PP_6A;
      5'b01101: pp_sel = PP_7A;
      5'b01110: pp_sel = PP_7A;
      5'b01111: pp_sel = PP_8A;
      5'b10000: pp_sel = PP_8A;
      5'b10001: pp_sel = PP_7A;
      5'b10010: pp_sel = PP_7A;
      5'b10011: pp_sel = PP_6A;
      5'b10100: pp_sel = PP_6A;
      5'b10101: pp_sel = PP_5A;
      5'b10110: pp_sel = PP_5A;
      5'b10111: pp_sel = PP_4A;
      5'b11000: pp_sel = PP_4A;
      5'b11001: pp_sel = PP_3A;
      5'b11010: pp_sel = PP_3A;
      5'b11011: pp_sel = PP_2A;
      5'b11100: pp_sel = PP_2A;
      5'b11101: pp_sel = PP_A;
      5'b11110: pp_sel = PP_A;
      5'b11111: pp_sel = PP_0;
      default:  pp_sel = PP_0;
    endcase
  end
endmodule
 import mul_pkg::*;
 module multiplicand_reg (
     input  logic clk,
     input  logic rst_n,
     input  logic load,
     input  logic signed [WIDTH-1:0] din,
     output logic signed [WIDTH-1:0] dout
 );
   reg signed [WIDTH-1:0] multiplicand;
   always_ff @(posedge clk or negedge rst_n) begin
     if (!rst_n) begin
       multiplicand <= 'h0;
     end else begin
         if (load) multiplicand <= din;
         else multiplicand <= multiplicand;
     end
   end
   assign dout = multiplicand;
endmodule
import mul_pkg::*;
 module multiplier_shift_reg (
    input logic clk,
    input logic rst_n,
    input logic load,
    input logic signed [WIDTH-1:0] din,
    output logic [3:0] dout,
    output logic last_bit
 );
    reg signed [WIDTH-1:0] multiplier;
    reg last_bit_reg;
    always_ff @(posedge clk or negedge rst_n) begin
        if (!rst_n) begin
            multiplier <= 'h0;
            last_bit_reg <= 1'b0;
        end else begin
            if(load) begin
                multiplier <= din;
                last_bit_reg <= 1'b0;
            end else begin
                multiplier <= {4'b0, multiplier[WIDTH-1:4]};
                last_bit_reg <= multiplier[3];
            end
        end
    end
    assign dout = multiplier[3:0];
    assign last_bit = last_bit_reg;
 endmodule
import mul_pkg::*;
module pp_carry_shift_reg (
    input logic clk,
    input logic rst_n,
    input logic load,
    input logic [WIDTH+2:0] pp_din,
    input logic [WIDTH+2:0] carry_din,
    output logic [(WIDTH<<1)-1:0] pp_dout,
    output logic [(WIDTH<<1)-1:0] carry_dout
);
  reg [(WIDTH<<1)-1:0] pp;   
  reg [(WIDTH<<1)-1:0] carry;
  always_ff @(posedge clk or negedge rst_n) begin
    if (!rst_n) begin
      pp <= 'h0;
      carry <= 'h0;
    end else begin
      if (load) begin
        pp <= 'h0;
        carry <= 'h0;
      end else begin
        pp <= {pp_din[WIDTH+2], pp_din, pp[WIDTH-1:4]};
        carry <= {carry_din, 1'b0, carry[WIDTH-1:4]};
      end
    end
  end
  assign pp_dout = pp;
  assign carry_dout = carry;
endmodule
import mul_pkg::*;
module pp_gen (
    input logic signed [WIDTH-1:0] multiplicand_in,
    input booth_sel_t booth_sel,
    input logic neg_value,
    output logic signed [WIDTH+2:0] pp_out
);
  logic signed [WIDTH-1:0] not_PP;
  logic signed [WIDTH:0] PP_2, not_PP_2;
  logic signed [WIDTH+1:0] PP_3, PP_4, not_PP_3, not_PP_4;
  logic signed [WIDTH+2:0] PP_5, PP_6, PP_7, PP_8, not_PP_5, not_PP_6, not_PP_7, not_PP_8;
  always_comb begin
    not_PP = ~multiplicand_in + 1;
    PP_2 = multiplicand_in << 1;
    not_PP_2 = ~PP_2 + 1;
    PP_3 = PP_2 + multiplicand_in;
    not_PP_3 = ~PP_3 + 1;
    PP_4 = multiplicand_in << 2;
    not_PP_4 = ~PP_4 + 1;
    PP_5 = PP_4 + multiplicand_in;
    not_PP_5 = ~PP_5 + 1;
    PP_6 = PP_4 + PP_2;
    not_PP_6 = ~PP_6 + 1;
    PP_7 = PP_4 + PP_3;
    not_PP_7 = ~PP_7 + 1;
    PP_8 = multiplicand_in << 3;
    not_PP_8 = ~PP_8 + 1;
    case ({booth_sel, neg_value})
      {PP_0, 1'b0}, {PP_0, 1'b1} : pp_out = 'h0;
      {PP_A, 1'b0} : pp_out = {{3{multiplicand_in[WIDTH-1]}}, multiplicand_in};
      {PP_2A, 1'b0} : pp_out = {{2{PP_2[WIDTH]}}, PP_2};
      {PP_3A, 1'b0} : pp_out = {PP_3[WIDTH+1], PP_3};
      {PP_4A, 1'b0} : pp_out = {PP_4[WIDTH+1], PP_4};
      {PP_5A, 1'b0} : pp_out = PP_5;
      {PP_6A, 1'b0} : pp_out = PP_6;
      {PP_7A, 1'b0} : pp_out = PP_7;
      {PP_8A, 1'b0} : pp_out = PP_8;
      {PP_A, 1'b1} : pp_out = {{3{not_PP[WIDTH-1]}}, not_PP};
      {PP_2A, 1'b1} : pp_out = {{2{not_PP_2[WIDTH]}}, not_PP_2};
      {PP_3A, 1'b1} : pp_out = {not_PP_3[WIDTH+1], not_PP_3};
      {PP_4A, 1'b1} : pp_out = {not_PP_4[WIDTH+1], not_PP_4};
      {PP_5A, 1'b1} : pp_out = not_PP_5;
      {PP_6A, 1'b1} : pp_out = not_PP_6;
      {PP_7A, 1'b1} : pp_out = not_PP_7;
      {PP_8A, 1'b1} : pp_out = not_PP_8;
      default: pp_out = 'h0;
    endcase
  end
endmodule
==> results_tabular.tex <==
% Synthesis and place-and-route results
\begin{tabular}{lr}
\hline
Metric & Value \\
\hline
\multicolumn{2}{l}{\textbf{STA}} \\
Summed negative setup slack over all endpoints & 0 ns \\
Clock Skew & 0.0201 ns \\
Transition time at the pin with the least slew margin & 1.04 ns \\
Upper clock frequency limit & around 120 MHz \\
Hold WS & $\sim$0.35 ns \\
Max-slew violation total from the final report & 0 \\
Final-report setup violation count & 0 \\
Final period util & between 40\% and 50\% \\
Worst slew margin & 30.1\% \\
Unrepaired setup endpoints after global routing & false \\
Shortest period the worst path allows & 8.23 ns \\
Hold violation count in the final report & 0 \\
\multicolumn{2}{l}{\textbf{Worst setup path}} \\
Kind of end point of the critical path & flip-flop \\
Critical-path maximum fanout & 13 \\
Crit path arrival time & 8.73 ns \\
Slowest stage delay, CP & 0.76 ns \\
Kind of start point of the critical path & flip-flop \\
CP startpoint & multiplicand\_reg\_instance.dout[1] \\
Data required time at the worst endpoint & 19.20 ns \\
Cell family with most CP delay & AND-OR/OR-AND gates \\
Cell at the slowest stage of the critical path & a2111oi\_2 \\
Crit Path Class & reg2reg \\
Buffer and inverter count on the worst path & 1 \\
Reg-to-Reg Start & multiplicand\_reg\_instance.dout[1] \\
Critical-path cell list & inv\_1, ha\_1, a211oi\_1, o21ai\_1, a2111oi\_2, nor4b\_1, nor3\_1, o21bai\_1, xnor2\_1, ha\_1, and2\_1, a41oi\_1, nand3\_1, a211o\_1, a41o\_1, a221o\_1, xor2\_1, mux2\_2, nor4\_1, nand3\_1, xnor2\_1, a221o\_1, fa\_1, nor2b\_1 \\
\multicolumn{2}{l}{\textbf{Route}} \\
Detailed-route wire length & 142 mm \\
Routed vias/inst & 6.07 \\
Iteration-0 DRC Markers & 4053 \\
Routed wirelength normalized by instance count & 22.5 microns \\
Number of design rule violations left after detail routing & 0 \\
Total vias in the final route & 38200 \\
Router iterations before antenna repair & 8 \\
Antenna diode count & 0 \\
Antenna-violating nets left & 0 \\
\multicolumn{2}{l}{\textbf{Final layout}} \\
Flip-flop count of the largest register, all copies and words added & 104 \\
Most numerous logic cell after layout & nand2\_1 \\
Final cell count without fillers & 6298 \\
Layout overhead on the synthesized area & 11.9\% \\
Share of layout cells above drive strength 1 & around 6.3\% \\
Final core utilization & 45.4\% \\
Most instantiated logic cells after routing & 446 x nand2\_1, 408 x dfrtp\_1, 400 x a21oi\_1 \\
\multicolumn{2}{l}{\textbf{Run}} \\
Number of violations of the max-capacitance limit & 0 \\
Number of warnings in the stage logs & 83 \\
\multicolumn{2}{l}{\textbf{Synthesis}} \\
Seq share, synth & about a quarter \\
Commonest register cell after synthesis & dfrtp\_1 \\
Yosys stat area & between 40000 and 50000 sq um \\
Cell total in the yosys stat output & about 4900 \\
Synthesized area divided by synthesized cell count & 8.18 sq um \\
Number of enable flip-flop cells & 0 \\
Synthesis Warnings & 0 \\
Cell area after technology mapping & $\sim$40000 sq um \\
Register bit count reported by yosys & 408 \\
Synth Instances & 4909 \\
Share of async-settable or async-resettable flops after synthesis & 100\% \\
Cell variety after synth & 107 \\
\multicolumn{2}{l}{\textbf{Clock tree}} \\
Depth of the CTS H-tree & 2 \\
\# hold bufs at CTS & 0 \\
Clock latency at the later pin of the worst-skew pair & 0.65 ns \\
Post-CTS repair timing setup buffer count & 0 \\
Resized cells post-CTS & 0 \\
Number of buffers on the longest clock path & 3 \\
CTS tree & done \\
CTS Buf Count & about 49 \\
Sink count of the clock tree & 408 \\
Clock input transition at the sequential cells of the worst setup and hold paths & 0.06 ns \\
Buffer cell driving the clock tree root & clkbuf\_16 \\
\multicolumn{2}{l}{\textbf{Power and ir drop}} \\
Power density over the cells & between 100 and 150 nW/um\^{}2 \\
Overall Power & 4.75 mW \\
Static leakage power & between 15 and 20 nW \\
Worst supply voltage drop on vdd & 0.0758 mV \\
\multicolumn{2}{l}{\textbf{Floorplan}} \\
Die height & 319 microns \\
Number of placement rows & between 100 and 150 \\
Die Width & 319 microns \\
Ports & about 260 \\
Pre-Place Util & 40.6\% \\
Area of the core & 99000 sq um \\
DIE AREA & just over 100000 sq um \\
\multicolumn{2}{l}{\textbf{Placed design}} \\
Cell count after placement & 6209 \\
Gp weighted congestion & 1.07 \\
Placed wire-length estimate after detailed placement & 112 mm \\
Count of buffers from port buffering & around 210 \\
\multicolumn{2}{l}{\textbf{GRT}} \\
Global-route usage over all layers & 28.3\% \\
Pin count of the biggest net entering global routing & 80 \\
First-pass GRT wire length & about 220 mm \\
Vias in the first global route & 36700 \\
Antenna violations before repair & 1 \\
Total congestion overflow & 0 \\
\multicolumn{2}{l}{\textbf{Status}} \\
Status & completed \\
\multicolumn{2}{l}{\textbf{Worst hold path}} \\
Hold wc startpoint & pp\_carry\_shift\_reg\_instance.pp\_dout[0] \\
Worst Hold Class & reg2reg \\
\hline
\end{tabular}
worst register-to-register path, stage by stage (launching register included):
cell,delay (ns)
dfrtp_1,0.65
inv_1,0.26
ha_1,0.36
a211oi_1,0.23
o21ai_1,0.25
a2111oi_2,0.76
nor4b_1,0.11
nor3_1,0.61
o21bai_1,0.15
xnor2_1,0.70
ha_1,0.45
and2_1,0.23
a41oi_1,0.26
nand3_1,0.10
a211o_1,0.33
a41o_1,0.29
a221o_1,0.35
xor2_1,0.16
mux2_2,0.28
nor4_1,0.33
nand3_1,0.15
xnor2_1,0.15
a221o_1,0.38
fa_1,0.42
nor2b_1,0.14
layout make-up:
cell class                 instances  area [sq um]
timing repair buffer             294          2750
fill                            9696         54000
tap                             1287          1610
clock inverter                    27           313
inverter                         147           552
clock buffer                      62          1370
multi-input combinational       4073         28200
sequential                       408         10200
through the flow:
| step | cell area, sq um | setup slack (ns) |
|---|---|---|
| after floorplan | 40400 | 11.75 |
| after global placement | 43300 | 10.62 |
| after detailed placement | 43300 | 10.63 |
| after CTS | 45000 | 10.59 |
| after global routing | 45000 | 10.0 |
| final | 45000 | 10.47 |
final timing paths:
path / end / slack, ns / cells past startpoint
max in group asynchronous: multiplicand_reg_instance.dout[39] / 13.33 / 4
hold / removal: product_o[0] / 0.35 / 0
hold reg to reg: product_o[0] / 0.35 / 0
setup / recovery: pp_carry_shift_reg_instance.pp_dout[101] / 10.47 / 24
setup reg to reg: pp_carry_shift_reg_instance.pp_dout[101] / 10.47 / 24
min in group asynchronous: product_o[44] / 3.02 / 1
where the power goes:
group	switching, mW	internal [mW]
sequential	0.147	1.03
combinational	1.61	0.984
clock	0.413	0.576
total	2.17	2.59
logic make-up after synthesis:
| family | Yosys count | share of synthesized area, % |
|---|---|---|
| buf+inv | 479 | 5.06 |
| other cells | 1 | 0.00934 |
| xor+xnor | 366 | 7.98 |
| compound gates | 1532 | 25.2 |
| simple gates | 1658 | 21.1 |
| flops | 408 | 25.4 |
| fa+ha+maj | 361 | 12.3 |
| mux | 104 | 2.87 |
metal layers:
metal	up-vias	track usage (%)	part of all wire, %
met1	18100	43.2	45
met3	243	6.44	9.9
met5	-	0	0
met2	1817	41.0	42
li1	18100	-	-
met4	0	7.09	3.1
synth_stat cells, types with 21 or more instances:
master	n	area, sq um
nand4_1	99	619
buf_4	54	405
nand3_1	122	611
o22ai_1	34	213
o211ai_1	62	465
nand2b_1	40	250
and4_1	23	201
o21bai_1	50	375
nor2b_1	225	1410
nor2_1	329	1230
dfrtp_1	408	10200
nor4_1	30	188
nand2_1	446	1670
inv_1	146	548
and3_1	39	244
or3_1	32	200
a222oi_1	40	400
o31ai_1	27	203
a221oi_1	56	490
and2_1	49	307
a31oi_1	37	231
clkbuf_1	257	965
or2_2	21	131
xnor2_1	255	2230
ha_1	302	3780
mux2i_1	43	430
mux2_2	58	653
fa_1	59	1180
o21a_1	35	263
o21ai_0	342	1710
a221o_1	21	210
o221ai_1	44	385
a21oi_1	400	2000
a22oi_1	35	263
nor3_1	119	596
a211oi_1	49	368
xor2_1	111	972
a21o_1	116	871
o2111ai_1	22	193
Power is estimated from default activity; no workload was simulated.
